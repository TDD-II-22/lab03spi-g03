[design/flow/run.sh]
#!/bin/bash
# OpenROAD 26Q1-2900-gdf79404cd8, Yosys 0.63+post, stock flow scripts
make -C /OpenROAD-flow-scripts/flow DESIGN_CONFIG=/design/flow/config.mk WORK_HOME=/design/flow/orfs finish
[design/flow/design.v]
`timescale 1ns / 1ps
package pkg_global;
    parameter int N = 6;
    parameter int BITS_WIDTH = 32;
    typedef logic [BITS_WIDTH - 1: 0] bits_width;
    typedef logic [N: 0] bits_n;
    typedef logic [N: 0] bits_n1;
    typedef logic [9 : 0]                                   bitsh_t;
    typedef logic [1023 : 0] [ BITS_WIDTH - 1 : 0]  matriz_2alaN_x_W_t;
    typedef struct packed{
        logic   [5 : 0]     not_used1;
        logic   [9 : 0]     n_rx_end;
        logic   [2 : 0]     not_used2;
        logic   [8 : 0]     n_tx_end;
        logic               all_0s,
                            all_1s,
                            cs_ctrl,
                            send;
    } struct_reg_control;
endpackage
`timescale 1ns / 1ps
module module_register_pp(
    input   logic               clk_i,
    input   logic               rst_i,
    input   logic               control_i,
    input   logic    [31 : 0]   entrada_i,
    output  logic    [31 : 0]   salida_o    
    );
    logic [31 : 0]  state;
    logic [31 : 0]  next_state;
    always_ff @(posedge clk_i) begin   
        if(rst_i) state <= 0;
        else      state <= next_state;
    end 
    always@(*) begin
        case(control_i)
            0:next_state        = entrada_i;
            1:next_state        = state;
            default: next_state = entrada_i;
        endcase
    end
    always@(*) begin
	   salida_o = state;
    end  
endmodule
[design/flow/config.mk]
export PLATFORM = sky130hd
export DESIGN_NAME = module_register_pp
export DESIGN_NICKNAME = module_register_pp
export VERILOG_FILES = /design/flow/design.v
export SDC_FILE = /design/flow/constraint.sdc
export NUM_CORES = 4
export LEC_CHECK = 1
export CORE_UTILIZATION = 30
[design/flow/constraint.sdc]
current_design module_register_pp

set clk_period 1.0
set clk_io_pct 0.2

create_clock -name clk0 -period $clk_period [get_ports {clk_i}]

set non_clock_inputs [all_inputs -no_clocks]
set_input_delay [expr $clk_period * $clk_io_pct] -clock clk0 $non_clock_inputs
set_output_delay [expr $clk_period * $clk_io_pct] -clock clk0 [all_outputs]
==> insert_results.sql <==
-- metrics for the results database
INSERT INTO impl_metrics (metric_group, metric, value, unit) VALUES
('cts', 'clockRootBuffer', 'clkbuf_8', ''),
('pwr', 'worst_ir_drop_vdd', '0.000878', 'V'),
('placement', 'dp_hpwl', '1770', 'um'),
('worst_setup_path', 'timing.critical_path.max_delay_family', 'flip-flops', ''),
('worst_setup_path', 'timing.rr.start', 'state[31]', ''),
('cts', 'htree_levels', '2', ''),
('cells_and_area', 'largest_register_ffs', '32', ''),
('logic_synthesis', 'commonest_flop', 'dfxtp_1', ''),
('detailed_routing', 'route.detailed.drc', '0', ''),
('die', 'die-height', '64.3', 'um'),
('min_path', 'hold_path_depth', '4', ''),
('outcome', 'outcome', 'finished, final reports clean', ''),
('detailed_routing', 'route.antenna.diode_count', '0', ''),
('cts', 'clockBufferDepth', '2', ''),
('grt', 'grtUsageMet1', '0.175', ''),
('cts', 'clock.latency.late_pin', '270', 'ps'),
('detailed_routing', 'routed_vias', '944', ''),
('worst_setup_path', 'regToRegEndpoint', 'state[31]', ''),
('logic_synthesis', 'ys_seq_elements', '32', ''),
('cells_and_area', 'largest_registers', 'state (32)', ''),
('worst_setup_path', 'critical-path-max-stage-delay', '320', 'ps'),
('detailed_routing', 'drt_pre_antenna_iters', '3', ''),
('worst_setup_path', 'timing.critical_path.fanout_max', '2', ''),
('die', 'core.rowCount', '22', ''),
('logic_synthesis', 'yosys.stat.seqShare', '0.551', ''),
('cts', 'cts_tree', 'yes', ''),
('cts', 'clock_sinks', '32', ''),
('flow_run', 'drv_cap', '0', ''),
('sta', 'rsz0062_at_grt', 'false', ''),
('grt', 'grt_first_pass_wirelength', '4170', 'um'),
('grt', 'grt_start_max_net_pins', '33', ''),
('sta', 'setup-tns-final', '0', 'ps'),
('logic_synthesis', 'yosysTopAreaCellShare', '0.551', ''),
('detailed_routing', 'wire_per_inst', '10.9', 'um'),
('logic_synthesis', 'synthTopCellsByCount', '32 x dfxtp_1, 32 x mux2i_1, 32 x nor2_1', ''),
('sta', 'finalHoldWorstSlack', '412', 'ps'),
('detailed_routing', 'drt-total-wl', '2410', 'um'),
('pwr', 'static-leakage-power', '0.895', 'nW'),
('sta', 'report.final.slew_viol_count', '0', ''),
('placement', 'placement_stage_cell_area', '0.00188', 'sq mm'),
('worst_setup_path', 'worst_setup_path_start_kind', 'flop', ''),
('grt', 'global_route.peak_usage_layer', 'met2', ''),
('cts', 'cts.clk_slew.worst_paths', '60', 'ps'),
('logic_synthesis', 'synth-async-reset-ratio', '0', ''),
('min_path', 'hold_path_end', 'state[5]', ''),
('grt', 'met2_track_usage_gr', '0.196', ''),
('logic_synthesis', 'yosys_area', '0.00116', 'sq mm'),
('grt', 'first_global_vias', '935', ''),
('cells_and_area', 'final_design_utilization', '0.522', ''),
('die', 'chipWidth', '64.3', 'um'),
('die', 'coreArea', '0.00369', 'sq mm'),
('grt', 'gr-usage-all-layers', '0.130', ''),
('cells_and_area', 'post_route_cells_drive_above_1_share', '0.368', ''),
('worst_setup_path', 'timing.critical_path.to_type', 'output port', ''),
('grt', 'antenna_found_initial', '0', ''),
('sta', 'max_slew.worst_pin.slew', '145', 'ps'),
('worst_setup_path', 'worst-endpoint-arrival', '760', 'ps'),
('logic_synthesis', 'ys_cells', '103', ''),
('logic_synthesis', 'syn_avg_cell_area', '11.3', 'sq um'),
('sta', 'slew-limit-headroom', '0.900', ''),
('logic_synthesis', 'synth_top_cell_by_area', 'dfxtp_1', ''),
('die', 'fp_util', '0.315', ''),
('pwr', 'power_density', '1470', 'mW/mm^2'),
('placement', 'gpl.final_weighted_congestion', '0.721', ''),
('sta', 'timing.final.crit_share', '0.962', ''),
('grt', 'use_met3', '0.0652', ''),
('cells_and_area', 'max_flop_register', 'state', ''),
('cts', 'cts_buffers', '5', ''),
('sta', 'timing.final.hold_violations', '0', ''),
('placement', 'number_of_buffers_added_on_ports', '66', ''),
('detailed_routing', 'detail_route.iter0.violations', '29', '');
-- worst max-delay path by stage --
stage | to | slack [ps] | cells past startpoint
4_1_cts | salida_o[22] | 2 | 1
5_1_grt | salida_o[30] | 0.7 | 1
6_report | salida_o[12] | 40 | 1
-- cells by family (layout without fill, tap and decap cells) --
group	after synthesis	in the layout	share of synthesized area
muxes	32	32	0.275
DFF	32	32	0.551
and+or+nand+nor	32	32	0.103
buffers and inverters	7	78	0.0710
-- layer usage --
| metal | share of wire | wire [um] |
|---|---|---|
| met3 | 0.13 | 304 |
| met4 | 0.0083 | 20 |
| met2 | 0.42 | 1020 |
| met5 | 0 | 0 |
| met1 | 0.44 | 1070 |
-- placed cells by master, fill, tap and decap left out, drive strengths merged --
master | netlist | routed
clkdlybuf4s50 | 0 | 33
mux2i | 32 | 32
nor2 | 32 | 32
dfxtp | 32 | 32
clkbuf | 3 | 25
clkdlybuf4s15 | 0 | 13
buf | 4 | 7
-- worst min-delay path, cell delays in order --
cell and delay (ps):
buf_2 170, buf_12 140, mux2i_1 70, nor2_1 70
-- what timing repair did --
item,in CTS,in global routing
gates resized,97,18
endpoints found under the setup margin,32,18
setup buffers,1,0
-- where the power goes --
part / total [mW] / switching [mW] / internal (mW) / leakage [nW]
Combinational: 0.403 / 0.121 / 0.282 / 0.569
Clock: 1.03 / 0.414 / 0.612 / 0.0503
Sequential: 1.40 / 0.0366 / 1.37 / 0.275
Total: 2.83 / 0.572 / 2.26 / 0.895
-- through the flow --
stage	std cells	power, mW	setup WS [ps]
after floorplan	103	1.57	207
after global placement	214	1.87	-75.0
after detailed placement	214	1.88	-91.2
after CTS	222	2.91	2.42
after global routing	222	3.00	0.709
final	222	2.83	38.4
-- cell type report --
class	count	area [sq um]
multi-input combinational	64	440
clock buffer	7	96.3
fill	326	1760
tap	48	60.1
timing repair buffer	71	648
sequential	32	681
No activity file was given, so power comes from the tool's default toggle rates.
