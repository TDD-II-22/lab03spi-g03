### run.sh
#!/bin/bash
# OpenROAD 26Q1-2900-gdf79404cd8, Yosys 0.63+post, stock flow scripts
make -C /OpenROAD-flow-scripts/flow DESIGN_CONFIG=/design/flow/config.mk WORK_HOME=/design/flow/orfs finish
### design.v
`timescale 1ns / 1ps
package pkg_global;
    parameter int N = 6;
    parameter int BITS_WIDTH = 32;
    typedef logic [BITS_WIDTH - 1: 0] bits_width;
    typedef logic [N: 0] bits_n;
    typedef logic [N: 0] bits_n1;
    typedef logic [9 : 0]                                   bitsh_t;
    typedef logic [1023 : 0] [ BITS_WIDTH - 1 : 0]  matriz_2alaN_x_W_t;
    typedef struct packed{
        logic   [5 : 0]     not_used1;
        logic   [9 : 0]     n_rx_end;
        logic   [2 : 0]     not_used2;
        logic   [8 : 0]     n_tx_end;
        logic               all_0s,
                            all_1s,
                            cs_ctrl,
                            send;
    } struct_reg_control;
endpackage
`timescale 1ns / 1ps
module module_clk_divider_spi(
    input   logic       clk_i,
                        rst_i,
                        start_i,
    output  logic       clk_fp_o,
                        clk_fn_o,
                        clk_sck_o
    );   
    int                 divider;   
    logic   [31 : 0]    counter,
                        cntr_flankp,
                        cntr_flankn;
    logic               clk_out = 1,
                        clk_fp,
                        clk_fn,
                        flanco = 1;
    assign divider      = 100;
    always_ff @(posedge clk_i)
        if(rst_i) begin
            counter         <= 0;
            clk_out         <= 1;  
            cntr_flankp     <= 0;
            cntr_flankn     <= 0;
            clk_fp          <= 0; 
            clk_fn          <= 0;
            flanco          <= 1;
        end else begin
            if(start_i) begin
                if(counter  == (divider / 2)- 1) begin  
                    counter             <= 0;
                    clk_out             <= ~clk_out;
                end else begin
                    counter             <= counter + 1;
                end
                if(clk_out) begin
                    if(flanco) begin
                        if(cntr_flankp == (divider / 4) - 1) begin                 
                            clk_fp                  <= 1; 
                            cntr_flankp             <= 0;
                            flanco                  <= 0;         
                        end else begin
                            clk_fp                  <= 0;
                            cntr_flankp             <= cntr_flankp + 1;
                        end              
                    end else
                        clk_fp                      <= 0;
                end else begin
                    if(!flanco) begin
                        if(cntr_flankn == (divider / 4) - 1) begin                 
                            clk_fn                  <= 1; 
                            cntr_flankn             <= 0;
                            flanco                  <= 1;         
                        end else begin
                            clk_fn                  <= 0;
                            cntr_flankn             <= cntr_flankn + 1;        
                        end  
                    end else
                        clk_fn                      <= 0;
                end     
            end else begin
                counter         <= 0;
                clk_out         <= 1;  
                cntr_flankp     <= 0;
                cntr_flankn     <= 0;                
            end
        end
    always_comb begin
        clk_fp_o    = clk_fp;
        clk_fn_o    = clk_fn;
        clk_sck_o   = clk_out;
    end
endmodule
### config.mk
export PLATFORM = sky130hd
export DESIGN_NAME = module_clk_divider_spi
export DESIGN_NICKNAME = module_clk_divider_spi
export VERILOG_FILES = /design/flow/design.v
export SDC_FILE = /design/flow/constraint.sdc
export NUM_CORES = 4
export LEC_CHECK = 1
export CORE_UTILIZATION = 50
### constraint.sdc
current_design module_clk_divider_spi

set clk_period 5.5
set clk_io_pct 0.2

create_clock -name clk0 -period $clk_period [get_ports {clk_i}]

set non_clock_inputs [all_inputs -no_clocks]
set_input_delay [expr $clk_period * $clk_io_pct] -clock clk0 $non_clock_inputs
set_output_delay [expr $clk_period * $clk_io_pct] -clock clk0 [all_outputs]
==> ds_physical_params.txt <==
Characteristics after synthesis and place and route

Parameter                              Value

Status
  Result of the run .................. finished, final reports clean

Cells and area
  Non-filler cells in the finished layout .................. 705
  Share of final-layout standard cells stronger than drive strength 1 .................. 6.076%
  Post-synthesis to final-layout area growth .................. 7.351%
  Fill cell instance count of the final layout .................. 848
  Final core utilization .................. 55.50%

Setup path
  Delay of the slowest cell on the worst path .................. 0.59 ns
  Worst path arrival time .................. 1.49 ns
  Reg2Reg Depth .................. 5
  Largest fanout on the critical path .................. 10
  Critical path's slowest cell .................. sky130_fd_sc_hd__dfxtp_1
  Depth of the critical timing path with buffers and inverters included .................. 1
  Ordered list of cells on the worst path .................. clkdlybuf4s50_1
  Critical setup path kind .................. reg -> out
  Kind of cell adding the most delay to the critical path .................. flip-flops
  Crit path capture type .................. output port
  Crit path launch type .................. register
  Data required time of the critical path .................. 4.40 ns
  Sum of buffers and inverters on the critical path .................. 1

Floorplanning
  I/O pins .................. 6
  Die outline area .................. 9995 um2
  Chip Height .................. 99.98 um
  Die width .................. 99.98 um
  Init Core Util .................. 51.70%
  Standard-cell row count .................. 35
  Area of the placeable core .................. 9284 um2

Final timing
  Final critical path time including I/O delays and setup .................. 2.590 ns
  Final period utilization .................. 47.10%
  Fmax achieved .................. 386.0 MHz
  Max-Slew Margin vs Limit .................. 37.98%
  Number of pins with negative max-slew slack in the final report .................. 0
  Worst path setup slack after routing .................. 2.910 ns
  Setup tns final .................. 0 ns
  Number of failing setup endpoints in the final timing report .................. 0
  RSZ-0062 raised after global routing .................. false
  Slew @ Worst Pin .................. 0.9218 ns
  Max Clock Skew .................. 0.01184 ns
  Post-route worst hold slack .................. 0.4928 ns
  Final Hold Violating Endpoints .................. 0

CTS
  Number of H-tree levels .................. 3
  Worst skew pair latency .................. 0.37 ns
  CTS hold repair buffers .................. 0
  Clock-pin slew reported for the worst setup and hold paths after clock tree synthesis .................. 0.08 ns
  CTS sink count .................. 100
  Clock tree from TritonCTS .................. built
  Resized cells post-CTS .................. 0
  Clock tree root buffer cell .................. sky130_fd_sc_hd__clkbuf_8
  # Post-CTS Setup Buffers .................. 0
  Num CTS Buffers .................. 9
  Buffer levels on the longest clock path .................. 2

Drt
  Detailed Routing Iterations Pass 1 .................. 4
  Via total after detailed routing .................. 3750
  Detail-routed via count per cell .................. 5.319
  First DRT Iteration DRCs .................. 180
  Final antenna-violating net count .................. 0
  DRC violation count after routing .................. 0
  Final Routed Wirelength .................. 9430 um
  Mean routed wirelength per cell .................. 13.38 um
  Antenna diode instance count .................. 0

Min path
  Classification of the worst-slack hold path .................. reg -> reg
  WHS Path Cells .................. 1

Power
  Proportion of power drawn by the clock network .................. 40.8%
  Maximum vdd drop .................. 0.2185 mV
  Switching power as a share of total power .................. 20.85%
  Comb pwr share .................. 1.8%
  Leakage Power .................. 1.596 nW
  Cell-internal power .................. 1.000 mW
  Power density over the cells .................. 245.2 nW/um2
  Part of the total power dissipated in sequential elements .................. 57.5%
  Net switching power .................. 0.2635 mW

Yosys
  Count of warnings emitted by yosys .................. 1
  Top FF cell, synth .................. sky130_fd_sc_hd__dfxtp_1
  EDFF count, synth .................. 0
  Dominant cells by area after synthesis .................. sky130_fd_sc_hd__dfxtp_1 42%, sky130_fd_sc_hd__xnor2_1 9.3%, sky130_fd_sc_hd__nor2_1 8.9%
  Share of synthesized area occupied by flip-flops and latches .................. 41.71%
  Most instantiated cells after synthesis .................. 114 x sky130_fd_sc_hd__nor2_1, 100 x sky130_fd_sc_hd__dfxtp_1, 51 x sky130_fd_sc_hd__xnor2_1
  Most frequent cell after synthesis .................. sky130_fd_sc_hd__nor2_1
  Cell count in the Yosys report .................. 572
  Yosys top cell by area .................. sky130_fd_sc_hd__dfxtp_1
  Area share of the largest cell type after synthesis .................. 41.71%
  Synth cell types .................. 40
  YS chip area .................. 4800 um2
  Instance count of the mapped netlist .................. 572
  Fraction of registers with async set/reset .................. 0%
  Register bit count reported by yosys .................. 100
  Synth Area per Inst .................. 8.391 um2
  Post-Synthesis Cell Area .................. 4800 um2

Placement
  Cell count after placement .................. 689
  Final HPWL DP .................. 6357 um
  Weighted congestion at the end of routability-driven global placement .................. 0.8637
  Count of port buffers added during placement .................. 5
  Pre-CTS worst setup slack .................. 2.942 ns

GRT
  Number of antenna violations at the first check in global routing .................. 0
  GRT Total Usage .................. 20.74%
  Maximum number of pins on one net before global-route repair .................. 33
  Total global routing overflow .................. 0
  Wire length of the first global-routing pass .................. 16370 um
  Via count of the first global-routing pass .................. 3394

Run
  Count of tool warnings .................. 28
  Max Cap Violations .................. 0
-- through the flow --
step	power, mW	cell area, um2
2_1_floorplan	0.7588	4800
3_3_place_gp	0.7657	4935
3_5_place_dp	0.7663	4935
6_report	1.264	5152
5_1_grt	1.315	5152
4_1_cts	1.279	5152
-- state kept, by name (all words and copies together), names as in the netlist --
signal,cells
clk_fn,1
clk_fp,1
clk_out,1
cntr_flankn,32
cntr_flankp,32
counter,32
flanco,1
-- logic make-up after synthesis --
group	share of synthesized area, %
fa+ha+maj	1.564
flops	41.71
compound gates	1.303
buf+inv	3.858
simple gates	34.78
xor+xnor	16.79
-- cells in the final DEF, fill, tap and decap left out, types with 6 or more instances in the layout --
master and instances:
sky130_fd_sc_hd__ha_1 6, sky130_fd_sc_hd__and4_1 6, sky130_fd_sc_hd__nor3_1 27, sky130_fd_sc_hd__and3_1 7, sky130_fd_sc_hd__xor2_1 41, sky130_fd_sc_hd__clkbuf_8 10, sky130_fd_sc_hd__nand4_1 33, sky130_fd_sc_hd__nor2_1 114
sky130_fd_sc_hd__xnor2_1 51, sky130_fd_sc_hd__inv_1 17, sky130_fd_sc_hd__dfxtp_1 100, sky130_fd_sc_hd__nand3_1 33, sky130_fd_sc_hd__nor4_1 27, sky130_fd_sc_hd__nand2_1 43
-- layer usage --
layer  vias up  routed length (um)  track usage (%)
li1       1961                   -                -
met5         -                   0                0
met1      1732                4834            34.08
met2        44                4201            30.34
met3        13                 212            3.045
met4         0                 182            3.790
-- cell type report --
class | instances | area (um2) | area share (%)
Inverter | 17 | 63.81 | 1.238
Timing Repair Buffer | 10 | 87.58 | 1.700
Clock buffer | 12 | 145.1 | 2.817
Sequential cell | 100 | 2002 | 38.85
Multi-Input combinational cell | 433 | 2620 | 50.85
Clock inverter | 4 | 72.57 | 1.408
Tap cell | 129 | 161.4 | 3.133
-- worst paths after layout --
kind,slack [ns],startpoint,to
setup / recovery,2.91,clk_out$_SDFFE_PP1N_,clk_sck_o
hold / removal,0.49,counter[0]$_SDFF_PP0_,counter[0]$_SDFF_PP0_
hold reg to reg,0.49,counter[0]$_SDFF_PP0_,counter[0]$_SDFF_PP0_
setup reg to reg,3.18,clk_out$_SDFFE_PP1N_,cntr_flankp[22]$_SDFFE_PP0P_
-- power groups by stage --
stage,clock network (mW),registers (mW),logic (mW)
6_report,0.515,0.726,0.0221
5_1_grt,0.563,0.727,0.0251
4_1_cts,0.529,0.726,0.0229
No activity file was given, so power comes from the tool's default toggle rates.
